### flow/design.v
module t2a_dht(
    input clk_50M,
    input reset,
    inout sensor,
    output reg [7:0] T_integral,
    output reg [7:0] RH_integral,
    output reg [7:0] T_decimal,
    output reg [7:0] RH_decimal,
    output reg [7:0] Checksum,
    output reg data_valid
);
    initial begin
        T_integral = 0;
        RH_integral = 0;
        T_decimal = 0;
        RH_decimal = 0;
        Checksum = 0;
        data_valid = 0;
    end
    reg sensor_dir;
    reg sensor_out;
    reg [5:0] bit_counter;      
    assign sensor = (sensor_dir) ? sensor_out : 1'bz;
    wire sensor_in = sensor;    
    localparam S_START_LOW   = 0; 
    localparam S_START_HIGH  = 1; 
    localparam S_RESP_LOW    = 2; 
    localparam S_RESP_HIGH   = 3; 
    localparam S_RX_START    = 4; 
    localparam S_RX_DATA     = 5; 
    localparam S_CHECK       = 6; 
    localparam S_DONE        = 7; 
    localparam CNT_START_LOW   = 899990; 
    localparam CNT_START_HIGH  = 1990;   
    localparam CNT_RESP_LOW    = 3990;   
    localparam CNT_RESP_HIGH   = 3990;   
    localparam CNT_BIT_START   = 2490;  
    localparam CNT_BIT_ONE     = 2390;   
    localparam CNT_BIT_ZERO    = 1290;   
    reg [3:0] state = 0;          
    reg [39:0] data_reg = 0;       
    reg [31:0] timer_counter = 0;  
    reg data_valid_buf = 0;        
    always @(posedge clk_50M) begin
        if(!reset) begin
            state <= S_START_LOW;
            sensor_out <= 0;
            T_integral <= 0;
            RH_integral <= 0;
            T_decimal <= 0;
            RH_decimal <= 0;
            Checksum <= 0;
            data_valid_buf <= 0;
            timer_counter <= 0;
            sensor_dir <= 0;
            bit_counter <= 0;
        end
        else begin
            case(state)
            S_START_LOW: begin
                sensor_dir <= 1;
                sensor_out <= 0;
                timer_counter <= timer_counter + 1;
                data_valid_buf <= 0;
                if(timer_counter >= CNT_START_LOW) begin
                    state <= S_START_HIGH;
                    sensor_out <= 1;
                    timer_counter <= 0;
                    sensor_dir <= 1;
                end
            end
            S_START_HIGH: begin
                timer_counter <= timer_counter + 1;
                if(timer_counter >= CNT_START_HIGH) begin
                    state <= S_RESP_LOW;
                    timer_counter <= 0;
                    sensor_dir <= 0;    
                end
            end
            S_RESP_LOW: begin
                if(sensor_in == 0) begin
                    timer_counter <= timer_counter + 1;
                    if(timer_counter >= CNT_RESP_LOW) begin
                        state <= S_RESP_HIGH;
                        timer_counter <= 0;
                    end
                end
            end
            S_RESP_HIGH: begin
                if(sensor_in == 1) begin
                    timer_counter <= timer_counter + 1;
                    if(timer_counter >= CNT_RESP_HIGH) begin
                        state <= S_RX_START;
                        timer_counter <= 0;
                        bit_counter <= 0;
                    end
                end
            end
            S_RX_START: begin
                if(bit_counter >= 40) begin
                    state <= S_CHECK;
                    timer_counter <= 0;
                end
                else if(sensor_in == 0) begin
                    timer_counter <= timer_counter + 1;
                    if(timer_counter >= CNT_BIT_START) begin
                        timer_counter <= 0;
                        state <= S_RX_DATA;
                    end
                end
            end
            S_RX_DATA: begin
                if(sensor_in == 1) begin
                    timer_counter <= timer_counter + 1;
                end
                else begin
                    if(bit_counter <= 40) begin
                        if(timer_counter >= CNT_BIT_ONE) begin
                            data_reg[39 - bit_counter] <= 1;    
                            bit_counter <= bit_counter + 1;
                            timer_counter <= 0;
                            state <= S_RX_START;
                        end
                        else if(timer_counter >= CNT_BIT_ZERO && timer_counter <= CNT_BIT_ONE) begin
                            data_reg[39 - bit_counter] <= 0;    
                            bit_counter <= bit_counter + 1;
                            timer_counter <= 0;
                            state <= S_RX_START;
                        end
                    end
                end
            end
            S_CHECK: begin
                if(data_reg[7:0] == (data_reg[15:8] + data_reg[23:16] + data_reg[31:24] + data_reg[39:32])) begin
                    data_valid_buf <= 1;
                    state <= S_DONE;
                end
                else begin
                    data_valid_buf <= 0;
                    state <= S_DONE;
                end
            end
            S_DONE: begin
                T_integral <= data_reg[23:16];
                RH_integral <= data_reg[39:32];
                T_decimal <= data_reg[15:8];
                RH_decimal <= data_reg[31:24];
                Checksum <= data_reg[7:0];
                data_valid_buf <= 0;
                state <= S_START_LOW;
            end
            default: begin
                state <= S_START_LOW;
                T_integral <= 0;
                RH_integral <= 0;
                T_decimal <= 0;
                RH_decimal <= 0;
                Checksum <= 0;
                data_valid_buf <= 0;
            end
            endcase
        end
    end
always @(posedge clk_50M) begin
    data_valid <= data_valid_buf;
end
endmodule
### flow/run.sh
#!/bin/bash
# OpenROAD 26Q1-2900-gdf79404cd8, Yosys 0.63+post, stock flow scripts
make -C /OpenROAD-flow-scripts/flow DESIGN_CONFIG=/design/flow/config.mk WORK_HOME=/design/flow/orfs finish
### flow/config.mk
export PLATFORM = sky130hd
export DESIGN_NAME = t2a_dht
export DESIGN_NICKNAME = t2a_dht
export VERILOG_FILES = /design/flow/design.v
export SDC_FILE = /design/flow/constraint.sdc
export NUM_CORES = 4
export LEC_CHECK = 1
export CORE_UTILIZATION = 50
### flow/constraint.sdc
current_design t2a_dht

set clk_period 5.4
set clk_io_pct 0.2

create_clock -name clk0 -period $clk_period [get_ports {clk_50M}]

set non_clock_inputs [all_inputs -no_clocks]
set_input_delay [expr $clk_period * $clk_io_pct] -clock clk0 $non_clock_inputs
set_output_delay [expr $clk_period * $clk_io_pct] -clock clk0 [all_outputs]
==> run summary <==
run metrics: top cells by count, synth 125 x nand2_1, 84 x dfxtp_1, 65 x a21oi_1, 58 x nor2_1, 40 x edfxtp_1, Synth warnings 2, yosys stat area between 6000 and 7000 um^2, htree depth 4, Run Error [error] [KeplerFormal.cpp:679] Workflow failed: Iso has multiple drivers: .sensor0, sensor$_SDFFE_PN0P_.Q0, Post-CTS Setup Inserts 0, Clock Path Buffers 2, CTS root buffer clkbuf_16, CTS Buf Count 17, dpl cell area about 7200 um^2, Post-synth ARST share 0, Post-CTS Hold Fix Bufs 0, synthesized area per cell 9.046 um^2, Post-Syn Instances 744, GP Congestion 0.8741, Cells after DPL a little over 900, standard-cell rows between 40 and 50, number of enable flip-flop cells 40, most frequent cell after synthesis nand2_1, Yosys cell types between 70 and 80, status stopped before the end, Post-synth regs 124, IO buf count between 40 and 50, area leader, netlist dfxtp_1, cts repair resizes 0, CTS sink count approximately 120, I/O pin count about 44, Seq/Total Area, Yosys 0.4283, Post-Syn Area between 6000 and 7000 um^2, Top cell area share 0.2499, placed wire-length estimate ~11,000 um, top cells by area dfxtp_1 25%, edfxtp_1 18%, nand2_1 7.0%, main flop type dfxtp_1, Halt Stage 4_1_cts, starting density of the core 0.5102, die height 118.0 um, pre-CTS worst setup slack between 1.5 and 2 ns, yosys cell count around 740, Die X-Extent around 120 um
[logic make-up after synthesis]
kind of cell	synth area share
fa+ha+maj	0.08440
mux	0.001487
buf+inv	0.04220
flops	0.4283
compound gates	0.1526
xor+xnor	0.04685
simple gates	0.2441
